[/design/flow/config.mk]
export PLATFORM = sky130hd
export DESIGN_NAME = draw_back
export DESIGN_NICKNAME = draw_back
export VERILOG_FILES = /design/flow/design.v
export SDC_FILE = /design/flow/constraint.sdc
export NUM_CORES = 4
export LEC_CHECK = 1
export CORE_AREA = 10 10 99 99
export DIE_AREA = 0 0 109 109
[/design/flow/constraint.sdc]
current_design draw_back

set clk_period 2.7
set clk_io_pct 0.2

create_clock -name clk0 -period $clk_period [get_ports {i_clk}]

set non_clock_inputs [all_inputs -no_clocks]
set_input_delay [expr $clk_period * $clk_io_pct] -clock clk0 $non_clock_inputs
set_output_delay [expr $clk_period * $clk_io_pct] -clock clk0 [all_outputs]
[/design/flow/design.v]
module draw_back #(
    parameter PORT_N      = 20 ,
    parameter MEM_DW      = 10 ,
    parameter CAL_DW      = 10 ,
    parameter PORT_W      = PORT_N ==1 ? 1 : $clog2(PORT_N) ,
    parameter END_OF_LIST = 1
)
(
    input  logic                   i_clk       ,
    input  logic                   i_rst_n     ,
    input  logic                   i_port_vld  ,
    input  logic [PORT_W    -1:0]  i_port_id   ,
    input  logic [MEM_DW    -1:0]  i_mem_rdata ,
    output logic [MEM_DW    -1:0]  o_app_rdata ,
    input  logic [MEM_DW    -1:0]  i_app_wadta ,
    output logic                   o_mem_wdata_vld  ,
    output logic [PORT_W    -1:0]  o_mem_waddr  ,
    output logic [MEM_DW    -1:0]  o_mem_wdata ,
    input  logic [CAL_DW    -1:0]  i_app_cal_data ,
    output logic [CAL_DW    -1:0]  o_down_cal_data ,
    input  logic                   i_draw_back 
);
logic                   port_vld_ff;
logic [PORT_W   -1:0]   port_id_ff ;
always_ff @(posedge i_clk) begin
    if (i_rst_n == 1'b0) begin
        port_vld_ff <= 'b0 ;
    end
    else begin
        port_vld_ff <= i_port_vld ;
    end 
end
always_ff @(posedge i_clk) begin
    if (i_port_vld == 1'b1) begin
        port_id_ff <= i_port_id ;
    end
end
logic burst_vld      ;
logic burst_draw_vld ;
assign burst_vld      = i_port_vld & port_vld_ff & (i_port_id == port_id_ff) ;
assign burst_draw_vld = burst_vld & i_draw_back;
logic [MEM_DW  -1:0] mem_rdata_ff ;
logic                mem_wdata_vld     ;
logic [PORT_W  -1:0] mem_waddr         ;
logic [MEM_DW  -1:0] mem_wdata_ff      ; 
assign mem_wdata_vld = port_vld_ff & (~i_draw_back);
assign mem_waddr     = port_id_ff  ;
always_ff @(posedge i_clk) begin
    if (i_port_vld == 1'b1) begin
        mem_wdata_ff      <= burst_draw_vld ? mem_wdata_ff : i_app_wadta  ;
    end
end
always_ff @(posedge i_clk) begin
    if (i_rst_n == 1'b0) begin
        o_mem_wdata_vld <= 1'b0 ;
    end
    else begin
        o_mem_wdata_vld <= mem_wdata_vld ;
    end
end
always_ff @(posedge i_clk) begin
    if (mem_wdata_vld == 1'b1) begin
        o_mem_wdata <= mem_wdata_ff ;
    end
end
assign o_app_rdata = burst_vld ? mem_wdata_ff : i_mem_rdata ;
logic [CAL_DW   -1:0] app_cal_data_ff  ;
always_ff @(posedge i_clk) begin
    if (i_port_vld == 1'b1) begin
        app_cal_data_ff <= burst_draw_vld ? app_cal_data_ff : i_app_cal_data ;
    end
end
assign o_down_cal_data = app_cal_data_ff ;
endmodule
[/design/flow/run.sh]
#!/bin/bash
# OpenROAD 26Q1-2900-gdf79404cd8, Yosys 0.63+post, stock flow scripts
make -C /OpenROAD-flow-scripts/flow DESIGN_CONFIG=/design/flow/config.mk WORK_HOME=/design/flow/orfs finish
==> reports/metrics.yaml <==
gr-total-overflow: 0
wl_per_cell_um: 14.1
num_vias: 835
port_buffers: 69
fin_setup_tns_ns: 0
worstPathArrival_ns: 2.06
crit_path_end_kind: "output port"
busiest_layer: "met2"
max_cap_viol_count: 0
drc: 0
slowest_stage: "edfxtp_1"
seq_area_frac_synth_pct: 79.3
status: "completed"
ios: 75
cp_cell_sequence: "xor2_1 > nor4_1 > nand4_1 > buf_6 > buf_12 > mux2_4 > clkbuf_2"
ff_latch_area_um2: 1090
placed_cells: 239
layout-drive-gt1-share_pct: 25.8
required_ns: 2.16
cts_tree: "done"
synth.distinct_cells: 15
vdd_drop_max_v: 0.000149
synthCells: 66
setup_violations: 0
final_core_util_pct: 29.8
grtUsageMet2_pct: 9.68
num_rows: 32
crit_path_start_kind: "register"
insertedDiodeCount: 0
grt_start_max_net_pins: 21
fin_cells: 253
fp_util_pct: 17.8
clkTransAtPathRegs_ns: 0.08
openroad.warnings: 26
coreArea_um2: 7730
cts_num_sinks: 37
hold_violations: 0
logic_area_um2: 248
p_comb_share_pct: 10.5
area_delta_synth_final_pct: 67.5
swShare_pct: 20.2
critPathMaxFanout: 3
slew_viol_final: 0
power_frac_clock_pct: 32.0
fp.dieH_um: 109
die_area_um2: 11900
cts.path.max_buffers: 2
dp_slack_ns: -0.362
p_leak_nw: 0.878
p_int_mw: 0.930
power_frac_seq_pct: 57.5
dr.pass1.iters: 3
antenna_found_initial: 0
first_iter_violations: 14
die_x_um: 109
grt_usage_pct: 5.93
syn_area_per_cell_um2: 20.9
p_sw_mw: 0.235
fmax_mhz: 384
fill_cells: 764
antenna_left: 0
cpPeakStageDelay_ns: 0.40
worst-setup-path-type: "reg2out"
clock_skew_ns: 0.00721
ys_cells: 66
place.gp.congestion: 0.782
grt_pass1_vias: 982
htree_levels: 2
synth.cell_area_um2: 1380
grtUsageMet3_pct: 3.17
clk_latency_ns: 0.28
p_per_area_nw_per_um2: 505
drt-total-wl_um: 3580
viasPerCell: 3.30
grt_use_met1_pct: 6.92
cts_made_buffers: 5
yosysWarningCount: 6
hold_path_class: "reg2reg"
fin_crit_ns: 2.60
period_used_pct: 96.4
rsz0062_at_grt: "true"
worst_slack_ns: 0.0966
dpl.hpwl_um: 2780
ys_area_um2: 1380
grt_pass1_wl_um: 5310
power_mw: 1.16
synth-seq-cells: 37
cts_root_buf: "clkbuf_8"
-- path summary, 6_finish.rpt --
kind / startpoint / to / slack (ns) / cells after the start
worst max-delay path: port_id_ff[4] / o_app_rdata[2] / 0.1 / 7
worst min-delay path: mem_wdata_ff[8] / o_mem_wdata[8] / 0.45 / 0
worst max register to register: port_id_ff[4] / mem_wdata_ff[9] / 0.78 / 6
worst min register to register: mem_wdata_ff[8] / o_mem_wdata[8] / 0.45 / 0
-- final cells by class --
type	instances	share of cell area [%]
Sequential cell	37	47.3
Clock inverter	2	0.434
Multi-Input combinational cell	26	10.7
Inverter	1	0.163
Clock buffer	6	3.15
Timing Repair Buffer	79	32.6
Tap cell	102	5.54
-- worst max-delay path: cells and delay by family (launching register included) --
kind | cells | cell delay [ns]
muxes | 1 | 0.29
buffers and inverters | 3 | 0.41
xor gates and xnor gates | 1 | 0.17
DFF | 1 | 0.40
and+or+nand+nor | 2 | 0.50
-- placed cells by master, fill, tap and decap left out, types with 2 or more instances in the layout --
cell type,synthesis,layout
clkbuf_2,0,7
clkbuf_8,0,5
clkdlybuf4s15_1,0,2
and2_1,2,2
dfxtp_1,2,2
clkdlybuf4s50_1,0,54
buf_2,0,3
buf_6,1,7
xor2_1,4,4
buf_4,5,3
mux2_4,9,9
edfxtp_1,35,35
clkinv_2,0,2
conb_1,1,5
-- repair_timing --
action | 4_1_cts | 5_1_grt
endpoints found under the setup margin | 10 | 10
setup buffers | 5 | 0
pin swaps | 4 | 3
hold buffers | 0 | 0
gates cloned | 1 | 0
resized | 40 | 11
-- cell usage after synthesis, drive strengths merged --
cell type | n | area (um2)
nor4 | 1 | 6.26
mux2 | 10 | 146
nor2b | 1 | 6.26
dfxtp | 2 | 40.0
buf | 6 | 48.8
xnor2 | 1 | 8.76
conb | 1 | 3.75
inv | 1 | 3.75
xor2 | 4 | 35.0
nand4 | 1 | 6.26
edfxtp | 35 | 1050
o21a | 1 | 7.51
and2 | 2 | 12.5
-- routing by layer --
layer  part of all wire (%)  up-vias
met3                     13        5
met1                     37      379
li1                       -      404
met4                    2.1        0
met2                     47       47
met5                      0        -
-- cell families (layout without fill, tap and decap cells) --
family / after synthesis / count (layout) / synth area share [%]
flops: 37 / 37 / 79.3
compound gates: 1 / 1 / 0.546
other cells: 1 / 5 / 0.272
simple gates: 5 / 5 / 2.27
xor+xnor: 5 / 5 / 3.18
buf+inv: 7 / 88 / 3.82
mux: 10 / 10 / 10.6
-- power groups by stage --
| stage | registers, mW | clock network [mW] | logic [mW] |
|---|---|---|---|
| final | 0.670 | 0.373 | 0.122 |
| after CTS | 0.670 | 0.395 | 0.127 |
| after global routing | 0.673 | 0.422 | 0.135 |
-- registers in the layout, indices dropped and copies added (netlist names) --
signal / count
port_vld_ff: 1
port_id_ff: 5
mem_wdata_ff: 10
o_mem_wdata_vld: 1
app_cal_data_ff: 10
o_mem_wdata: 10
-- through the flow --
step	hold WS, ns	instance area [um2]
after floorplan	0.422	1390
after global placement	0.431	2190
after detailed placement	0.437	2190
after CTS	0.443	2330
after global routing	0.441	2300
final	0.451	2300
No activity file was given, so power comes from the tool's default toggle rates.
